==> design.v <==
module ps2 #(parameter N = 11)(output logic [N-1:0] serial_data,  
		output logic led, valid, serial_out, serial_clk_out, serial_clk,
	    input logic Clk, nReset, ps2_nclk, ndata);
logic [N-4:0] serial_buffer;
logic [3:0] serial_counter ;
logic test_scale;
logic [12:0] clk_counter;
logic [3:0] send_serial_count;
logic show_serial_clock;
logic [16-1:0] lfsr;
logic next_lfsr;
always_ff @(posedge ps2_nclk, negedge nReset)
begin: SEQ1
	if (!nReset)
		begin
			lfsr[16-1:0] <= '1;  
		end
	else
		begin
			lfsr <= {lfsr[16-2:0], next_lfsr};
		end
end
always_comb
begin: COM1
	next_lfsr = (((lfsr[13]^lfsr[15])^lfsr[12])^lfsr[10]);
end
always_ff @(posedge Clk, negedge nReset)
begin: SEQ4
	if (!nReset)
	begin
		clk_counter <= '0;
		serial_clk<= '0;
	end
	else
	begin
		if ((clk_counter < 8'b11111001) )
		begin
			clk_counter++;
		end
		else
		begin
			clk_counter <= '0;
			serial_clk<= ~serial_clk;
		end
	end
end
always_comb
begin: COM6
	test_scale = clk_counter[0];
end
always_ff @(negedge serial_clk,negedge nReset)
begin: SEQ6
	if (!nReset)
	begin
		send_serial_count <= '0;
		show_serial_clock <= '0;
		serial_out <= '0;
	end
	else if(valid)
	begin
		send_serial_count <= 4'b0000;
		show_serial_clock <= '0;
		serial_out <= '0;
	end
	else if (~valid)
	begin
		if(send_serial_count == 4'b0000)
		begin
			serial_out <= serial_buffer[7];
			show_serial_clock <= '1;
			send_serial_count++;
		end 
		else if(send_serial_count == 4'b0001)
		begin
			serial_out <= serial_buffer[6];
			show_serial_clock <= '1;
			send_serial_count++;
		end
		else if(send_serial_count == 4'b0010)
		begin
			serial_out <= serial_buffer[5];
			show_serial_clock <= '1;
			send_serial_count++;
		end
		else if(send_serial_count == 4'b0011)
		begin
			serial_out <= serial_buffer[4];
			show_serial_clock <= '1;
			send_serial_count++;
		end
		else if(send_serial_count == 4'b0100)
		begin
			serial_out <= serial_buffer[3];
			show_serial_clock <= '1;
			send_serial_count++;
		end
		else if(send_serial_count == 4'b0101)
		begin
			serial_out <= serial_buffer[2];
			show_serial_clock <= '1;
			send_serial_count++;
		end
		else if(send_serial_count == 4'b0110)
		begin
			serial_out <= serial_buffer[1];
			show_serial_clock <= '1;
			send_serial_count++;
		end
		else if(send_serial_count == 4'b0111)
		begin
			serial_out <= serial_buffer[0];
			show_serial_clock <= '1;
			send_serial_count++;
		end
		else if(send_serial_count == 4'b1000)
		begin
			serial_out <= serial_buffer[0];
			show_serial_clock <= '0;
			send_serial_count++;
		end
	end
end
always_comb
begin: COM7
	serial_clk_out = serial_clk & show_serial_clock;
end
always_comb
begin: COM5
end
always_ff @(negedge ps2_nclk, negedge nReset)
begin: SEQ2
	if (!nReset)
	begin
		serial_data[N-1:0] <= '0;  
		led <= 1;
		serial_counter <= '0;
		valid <= 1;
    end
	else
    begin
		led <= 0;
		if ((serial_counter < 4'b1010) )
		begin
			valid <= '1; 
			serial_data <= {serial_data[N-2:0], ndata};
			serial_counter <= (serial_counter+1);	
			led <=0;
		end
		else
		begin
			serial_counter <= '0;
			valid <= '0;
			serial_buffer = (serial_data[9:1] ^lfsr[15:7]);
		end
	end
end
always_comb
begin: COM2
end
endmodule
==> run.sh <==
#!/bin/bash
# OpenROAD 26Q1-2900-gdf79404cd8, Yosys 0.63+post, stock flow scripts
make -C /OpenROAD-flow-scripts/flow DESIGN_CONFIG=/design/flow/config.mk WORK_HOME=/design/flow/orfs finish
==> config.mk <==
export PLATFORM = sky130hd
export DESIGN_NAME = ps2
export DESIGN_NICKNAME = ps2
export VERILOG_FILES = /design/flow/design.v
export SDC_FILE = /design/flow/constraint.sdc
export NUM_CORES = 4
export LEC_CHECK = 1
export CORE_UTILIZATION = 30
==> constraint.sdc <==
current_design ps2

set clk_period 2.4
set clk_io_pct 0.2

create_clock -name clk0 -period $clk_period [get_ports {Clk}]
create_clock -name clk1 -period $clk_period [get_ports {ps2_nclk}]

set non_clock_inputs [all_inputs -no_clocks]
set_input_delay [expr $clk_period * $clk_io_pct] -clock clk0 $non_clock_inputs
set_output_delay [expr $clk_period * $clk_io_pct] -clock clk0 [all_outputs]
==> results.json <==
{
  "status": "complete, but fails checks",
  "violations": "negative setup slack",
  "dieArea_um2": 8260,
  "topCellsByArea": "dfrtn_1 22%, dfstp_2 20%, dfrtp_1 15%",
  "powerDensity_nw_per_um2": 639,
  "yosys-stat-cells": 168,
  "warning_count": 41,
  "ys_types": 39,
  "cp_num_buf_inv": 1,
  "drc_errors": 0,
  "floorplan.core_area_um2": 7690,
  "io_buffers": 18,
  "synth-edff-count": 8,
  "pin_count": 20,
  "post-dp-hpwl_mm": 2.33,
  "slew_viol_final": 0,
  "yosysWarnings": 1,
  "fin_util_pct": 38.2,
  "cts_tree": "built",
  "synthesis.area_um2": 2370,
  "ff_type": "dfrtn_1",
  "drt_iter0_drc": 14,
  "ant_nets": 0,
  "path_clk_slew_ps": 80,
  "untimed_endpoints": 7,
  "overflow": 0,
  "first_global_vias": 1318,
  "relSlewSlack_pct": 46.0,
  "worst_slack_ps": -216,
  "die_y_um": 90.9,
  "unclocked_pins": 6,
  "yosys_area_um2": 2370,
  "vias": 1324,
  "die_w_um": 90.9,
  "crit_type": "reg -> out",
  "rsz0062_at_grt": "true",
  "rows": 32,
  "insertedDiodeCount": 0,
  "postCtsHoldBufs": 0,
  "cp_max_fo": 2,
  "synth.avg_cell_area_um2": 14.1,
  "firstDrtPassIters": 4,
  "cap_violations": 0,
  "path_cells": "buf_2",
  "synth_flops": 61,
  "worstMarginPinSlew_ps": 810,
  "antenna_found_initial": 0,
  "cp_slowest_cell": "dfstp_2",
  "grt_max_degree": 54,
  "syn_inst": 168,
  "via_per_inst": 4.04,
  "hold_viol_final": 0,
  "skew_ps": 59.5,
  "wl_mm": 3.40,
  "p_total_w": 0.00188,
  "nFillCells": 742,
  "yosys.area.top_type": "dfrtn_1",
  "worst_ep_required_time_ps": 1920,
  "setup_viol": 13,
  "grt_usage_pct": 9.35,
  "hold_path.class": "reg -> reg",
  "preCtsSetupSlack_ps": -230,
  "synthArstFlopShare_pct": 86.9,
  "globalplace.congestion": 0.755,
  "fp_util_pct": 30.8,
  "critical_path.top_delay_family": "flip-flops",
  "area_growth_pct": 23.9,
  "cp-start-kind": "flop",
  "vdd_ir_drop_max_mv": 0.329,
  "critPathArrivalTime_ps": 2140,
  "drive_gt1_share_pct": 33.6,
  "leakagePower_nw": 1.32,
  "synth_seq_share_pct": 67.0,
  "grt_pass1_wl_mm": 6.02,
  "drt-wirelength-per-cell_um": 10.4,
  "cpPeakStageDelay_ps": 510,
  "yosysTopAreaCellShare_pct": 22.2,
  "crit_path_end_kind": "output pin"
}
worst paths after layout:
check	startpoint	cells after the start	endpoint	slack [ps]
min in group asynchronous	nReset	2	clk_counter[2]$_DFF_PN0_	380
max in group clk1	ndata	2	serial_data[0]$_DFFE_NN0P_	220
worst max-delay path	valid$_DFF_NN1_	1	valid	-220
min in group clk0	clk_counter[0]$_DFF_PN0_	1	clk_counter[0]$_DFF_PN0_	480
max in group asynchronous	nReset	2	valid$_DFF_NN1_	520
worst max register to register	lfsr[10]$_DFF_PN1_	1	serial_buffer[3]$_DFFE_NP_	350
worst min-delay path	lfsr[3]$_DFF_PN1_	0	lfsr[4]$_DFF_PN1_	350
worst min register to register	lfsr[3]$_DFF_PN1_	0	lfsr[4]$_DFF_PN1_	350
flip-flops by register name, indices dropped and copies added, names as in the netlist, 4 cells and up:
register,cells
send_serial_count,4
lfsr,16
serial_buffer,8
clk_counter,13
serial_counter,4
serial_data,11
final cells by class:
type	instances	area (µm²)	area share (%)
timing repair buffer	34	243	8.27
clock buffer	12	149	5.07
sequential	61	1590	54.1
inverter	5	18.8	0.639
multi-input combinational	104	772	26.3
tap	102	128	4.35
clock inverter	10	37.5	1.28
synthesized netlist by cell type, types with 2 or more instances:
cell	number
dfrtn_1	21
dfstp_2	18
nor2_1	16
dfrtp_1	14
xor2_1	13
mux2_2	11
edfxtp_1	8
ha_1	6
inv_1	6
xnor2_1	6
nor2b_1	5
nand3_1	4
a21oi_1	3
and2_1	3
nand2_1	3
o21ai_0	3
and3_1	2
nand2b_1	2
nand4_1	2
o21ai_2	2
o31ai_1	2
per-layer routing:
layer / track usage [%] / wire length (µm) / vias up
li1: - / - / 680
met1: 15.8 / 1880 / 616
met2: 12.4 / 1300 / 24
met3: 3.08 / 169 / 4
met4: 1.32 / 47 / 0
met5: 0 / 0 / -
layout by cell type (no fill, tap or decap), drive strengths merged, types with 2 or more instances in the layout:
cell	count
a21boi	2
a21oi	3
a311oi	2
and2	3
and3	2
buf	30
clkbuf	12
clkdlybuf4s50	4
conb	6
dfrtn	21
dfrtp	14
dfstp	18
edfxtp	8
ha	6
inv	15
mux2	11
nand2	3
nand2b	2
nand3	4
nand4	2
nor2	16
nor2b	5
o21ai	5
o31ai	2
or4	2
xnor2	6
xor2	13
metrics by stage:
step                cells  hold slack [ps]  cell area [µm²]  setup TNS, ps
floorplan             173              184             2390              0
global placement      304              347             2800          -1990
detailed placement    304              347             2800          -2020
CTS                   327              354             2930          -1310
global route          328              359             2940          -1650
finish                328              351             2940          -1140
report_power, final:
group	leakage (nW)	switching (W)	internal [W]
clock network	0.131	0.000332	0.000413
logic	0.486	0.0000330	0.0000480
registers	0.703	0.0000270	0.00103
total	1.32	0.000392	0.00149
what timing repair did:
| action | CTS | global route |
|---|---|---|
| setup endpoints to repair | 13 | 13 |
| resized | 39 | 0 |
| buffers inserted | 2 | 1 |
| pin swaps | 0 | 0 |
cell families after synthesis:
| family | Yosys count | synth area share, % |
|---|---|---|
| muxes | 12 | 5.65 |
| xor gates and xnor gates | 19 | 7.02 |
| other | 1 | 0.158 |
| buffers and inverters | 8 | 1.32 |
| DFF | 61 | 67.0 |
| and+or+nand+nor | 43 | 9.60 |
| AOI/OAI and AO/OA | 18 | 6.07 |
| adders and majority gates | 6 | 3.17 |
Power is estimated from default activity; no workload was simulated.
